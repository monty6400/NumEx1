## ./run.sh

```bash
#!/bin/bash
# OpenROAD 26Q1-2900-gdf79404cd8, Yosys 0.63+post, stock flow scripts
make -C /OpenROAD-flow-scripts/flow DESIGN_CONFIG=/design/flow/config.mk WORK_HOME=/design/flow/orfs finish
```

## ./config.mk

```make
export PLATFORM = sky130hd
export DESIGN_NAME = alu64bit
export DESIGN_NICKNAME = alu64bit
export VERILOG_FILES = /design/flow/design.v
export SDC_FILE = /design/flow/constraint.sdc
export NUM_CORES = 4
export LEC_CHECK = 1
export CORE_UTILIZATION = 40
```

## ./constraint.sdc

```tcl
current_design alu64bit

set clk_period 59.2
set clk_io_pct 0.2

create_clock -name clk0 -period $clk_period

set non_clock_inputs [all_inputs -no_clocks]
set_input_delay [expr $clk_period * $clk_io_pct] -clock clk0 $non_clock_inputs
set_output_delay [expr $clk_period * $clk_io_pct] -clock clk0 [all_outputs]
```

## ./design.v

```verilog
module alu1bit (
    input logic a,            
    input logic b,            
    input logic cin,          
    input logic [1:0] op,     
    output logic s,           
    output logic cout         
);
logic w1,w2,w3,w4,w5,w6,w7;
NAND2 #(.Tpdlh(6), .Tpdhl(6)) g1 (.Z(w1), .A(op[0]), .B(op[0]));
OR2 #(.Tpdlh(3), .Tpdhl(3)) g2 (.Z(w2), .A(a), .B(b));
XNOR2 #(.Tpdlh(3), .Tpdhl(3)) g3 (.Z(w3), .A(a), .B(b));
NAND2 #(.Tpdlh(6), .Tpdhl(6)) g4 (.Z(w4), .A(w1), .B(w2));
NAND2 #(.Tpdlh(6), .Tpdhl(6)) g5 (.Z(w5), .A(op[0]), .B(w3));
XNOR2 #(.Tpdlh(3), .Tpdhl(3)) g6 (.Z(w6), .A(w4), .B(w5));
fas FAS (.a(a), .b(b), .cin(cin), .a_ns(w1), .s(w7), .cout(cout));
mux2 Sel (.d0(w6), .d1(w7), .sel(op[1]), .z(s));
endmodule
module alu64bit (
    input logic [63:0] a,     
    input logic [63:0] b,     
    input logic cin,          
    input logic [1:0] op,     
    output logic [63:0] s,    
    output logic cout         
);
logic carry[62:0];
alu1bit ALU0 ( .a(a[0]), .b(b[0]), .cin(cin), .op(op), .s(s[0]), .cout(carry[0]));
genvar i;
generate
    for (i=1; i<=62; i++)
    begin
        alu1bit ALU (.a(a[i]), .b(b[i]), .cin(carry[i-1]), .op(op), .s(s[i]), .cout(carry[i]));
    end
endgenerate
alu1bit ALU63 ( .a(a[63]), .b(b[63]), .cin(carry[62]), .op(op), .s(s[63]), .cout(cout));
endmodule
module fas (
    input logic a,            
    input logic b,            
    input logic cin,          
    input logic a_ns,         
    output logic s,           
    output logic cout         
);
logic w1, w2, w3, w4, w5;
XNOR2 #(.Tpdlh(3), .Tpdhl(3)) g1 (.Z(w1), .A(a_ns), .B(a));
OR2 #(.Tpdlh(3), .Tpdhl(3)) g2 (.Z(w2), .A(b), .B(cin));
NAND2 #(.Tpdlh(6), .Tpdhl(6)) g3 (.Z(w3), .A(b), .B(cin));
XNOR2 #(.Tpdlh(3), .Tpdhl(3)) g4 (.Z(w4), .A(b), .B(cin));
NAND2 #(.Tpdlh(6), .Tpdhl(6)) g5 (.Z(w5), .A(w1), .B(w2));
XNOR2 #(.Tpdlh(3), .Tpdhl(3)) g6 (.Z(s), .A(a), .B(w4));
NAND2 #(.Tpdlh(6), .Tpdhl(6)) g7 (.Z(cout), .A(w5), .B(w3));
endmodule
module mux2 (
    input logic d0,           
    input logic d1,           
    input logic sel,          
    output logic z            
);
logic w1,w2,w3;
NAND2 #(.Tpdlh(6), .Tpdhl(6)) g1 (.Z(w1), .A(sel), .B(sel));
NAND2 #(.Tpdlh(6), .Tpdhl(6)) g2 (.Z(w2), .A(w1), .B(d0));
NAND2 #(.Tpdlh(6), .Tpdhl(6)) g3 (.Z(w3), .A(sel), .B(d1));
NAND2 #(.Tpdlh(6), .Tpdhl(6)) g4 (.Z(z), .A(w2), .B(w3));
endmodule
module NAND2 (
    input logic A,
    input logic B,
    output logic Z
);
parameter Tpdlh = 1;
parameter Tpdhl = 1;
nand #(Tpdlh, Tpdhl) nand1 (Z, A, B);
endmodule
module OR2 (
    input logic A,
    input logic B,
    output logic Z
);
parameter Tpdlh = 1;
parameter Tpdhl = 1;
or #(Tpdlh, Tpdhl) or1 (Z, A, B);
endmodule
module XNOR2 (
    input logic A,
    input logic B,
    output logic Z
);
parameter Tpdlh = 1;
parameter Tpdhl = 1;
xnor #(Tpdlh, Tpdhl) xnor1 (Z, A, B);
endmodule
```

==> reports/qor.yml <==
rsz0062_at_grt: "false"
ant_nets: 0
global_route.usage.total: 0.145
worst-endpoint-required_ps: 47360
portBuffers: 196
ys_cells: 789
most_common_library_cells_after_synthesis: "ha_1 (192), inv_1 (129), mux2i_1 (128), xnor2_1 (128), buf_4 (72)"
die_x_um: 135
globalRoute.totalOverflow: 0
timing.setup.critical_path_class: "input pin to primary output"
weighted_congestion_reported_at_the_end_of_routability_driven_placement: 0.820
yosys_warnings: 2
post-route-drc-count: 0
cap_viol_max_count: 0
top_area_frac: 0.341
endpoint_kind: "primary output"
yosys_area_um2: 7040
hold_path_end: "s[37]"
final_layout_size_suffix_gt1_frac: 0.0155
worstMarginPinSlew_ps: 635
detailedPlace.worstSlack_ps: 10150
final_period_minus_worst_setup_slack_ps: 49060
grt_start_max_net_pins: 45
synth_cell_type_count: 10
ctsHoldBuffers: 0
slew_violations: 0
synth.area.mux_share: 0.182
setup.worst_path.start_class: "input pin"
finalHoldViolations: 0
fmax_mhz: 20.4
post_synth_ao_oa_area_fraction: 0.158
synth_seq_share: 0
max_stage_delay_ps: 480
mappedNetlistArea_um2: 7040
synth.cellmix.xorXnorShare: 0.159
pin_count: 196
drtPass1Iterations: 4
num_vias: 5075
die_h_um: 135
initial_core_util: 0.409
placementRows: 48
min_path_cells: 3
number_of_diodes: 0
setup_violations: 0
regArea_um2: 0
critPathMaxFanout: 2
wire_per_inst_um: 11.8
netlist_instances: 789
post_drt_via_cell_ratio: 4.50
status: "complete, no violations"
avgSynthCellArea_um2: 8.93
power.total_uw: 90.0
dp.cells: 1129
grt_pass1_vias: 4897
worstHoldPathType: "input pin to primary output"
log.warning_count: 96
fin_cells: 1129
numSequentialCells: 0
power.density_nw_per_um2: 10.4
coreArea_um2: 17200
setup_total_negative_slack_ps: 0
first_iter_violations: 77
cts.repair_timing.setup_buffer_count: 0
netlist.top_cell.by_area: "ha_1"
power.static_leakage_nw: 4.57
timing.final.crit_share: 0.829
min_from: "op[1]"
antenna_found_initial: 0
slew_headroom: 0.577
vdd_drop_max_mv: 0.00619
die-area_um2: 18100
crit_arrival_ps: 37220
ctsResizeCount: 0
final_critical_path_setup_slack_ps: 10140
n_clock_buffer: 0
top_cell: "ha_1"
synth.comb.largest_family: "adder cells"
synth-simple-area-share: 0
cp_common_cell: "ha_1"
wire_length_of_the_first_global_routing_pass_mm: 21.9
synth-adder-area-share: 0.341
post_synth_main_area_contributors: "ha_1 (34%), mux2i_1 (18%), xnor2_1 (16%)"
post-dp-hpwl_mm: 11.3
area_growth_from_synthesis_to_layout_pct: 23.1
worst_path_max_delay_cell: "clkdlybuf4s50_1"
routed_wl_mm: 13.4
## final cells by class
cell class	count	area [µm²]
Multi-Input combinational cell	575	5920
Inverter	129	484
Timing Repair Buffer	200	1990
Fill cell	1644	8560
Tap cell	225	282
## stage by stage
| step | utilization | hold WS, ps | instance area (µm²) |
|---|---|---|---|
| 6_report | 0.503 | 24540 | 8670 |
| 2_1_floorplan | - | 23790 | 7040 |
| 3_5_place_dp | 0.503 | 24560 | 8670 |
| 5_1_grt | 0.503 | 24580 | 8670 |
| 4_1_cts | 0.503 | 24560 | 8670 |
| 3_3_place_gp | 0.503 | 24560 | 8670 |
## cells by family (layout without fill, tap and decap cells)
group                      Yosys count  in the layout
buffers and inverters              214            329
adders and majority gates          192            192
xor gates and xnor gates           128            128
muxes                              128            128
AOI/OAI and AO/OA                  127            127
## placed cells by master, fill, tap and decap left out, drive strengths merged
master,n
o21bai,64
buf,6
o21ba,63
mux2i,128
xnor2,128
ha,192
clkdlybuf4s50,194
inv,129
## how the worst max path moves through the flow
stage | startpoint | to | cells past startpoint
after global routing | b[0] | s[63] | 132
after CTS | b[0] | s[63] | 132
final | b[0] | s[63] | 132
## critical path, delay by kind of cell
kind                       cells  cell delay [ps]
AOI/OAI and AO/OA             63            12020
muxes                          1              130
adders and majority gates     64            12170
buffers and inverters          3             1020
xor gates and xnor gates       1              130
## metal layers
metal	routed length (µm)	part of all wire	global-route usage
met1	6530	0.49	0.205
met2	6030	0.45	0.248
met3	768	0.057	0.0188
met4	47	0.0035	0.00375
met5	0	0	0
## report_power, final
part	internal [mW]	switching (mW)
clock network	0	0
registers	0	0
logic	0.0567	0.0333
total	0.0567	0.0333
